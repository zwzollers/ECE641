**/design/flow/design.v**
```verilog
module cmd_controller (
    input           i_clk,
    input           i_rst,
    input           i_resp_ready,
    input  [63:0]   i_resp_data,
    output [7:0]    o_cmd,
    output [63:0]   o_cmd_data,
    output          o_cmd_new,
    input  [7:0]    i_rx_data,
    input           i_rx_new,
    input           i_rx_err,
    input           i_tx_done,
    output          o_tx_start,
    output [7:0]    o_tx_data,
    output          o_loopback
);
localparam p_num_commands = 1;
localparam p_max_cmd_data_bytes = 64;
localparam p_max_resp_data_bytes = 64;
localparam p_size_cmd_data_bytes = $clog2(p_max_cmd_data_bytes);
localparam p_size_resp_data_bytes = $clog2(p_max_resp_data_bytes);
localparam p_cmd_settings_size = p_size_cmd_data_bytes + p_size_resp_data_bytes + 1;
localparam [p_cmd_settings_size-1:0] 
    p_cmd_ping  = {1'b1, 5'd1, 5'd1},
    p_cmd_read  = {1'b1, 5'd0, 5'd1},
    p_cmd_write = {1'b1, 5'd1, 5'd0},
    p_cmd_none  = {1'b0, 5'd0, 5'd0};
assign {w_cmd_cli, w_cmd_data_bytes, w_resp_data_bytes} = 
    r_cmd == 8'h70 ? p_cmd_ping  :
    r_cmd == 8'h72 ? p_cmd_read  :
    r_cmd == 8'h77 ? p_cmd_write :
                     p_cmd_none  ;
wire [4:0] w_cmd_data_bytes;
wire [4:0] w_resp_data_bytes;
wire       w_cmd_cli;
wire [3:0] w_rx_data_hex = 
    (i_rx_data == 8'h30) ? 4'h0 :
    (i_rx_data == 8'h31) ? 4'h1 :
    (i_rx_data == 8'h32) ? 4'h2 :
    (i_rx_data == 8'h33) ? 4'h3 :
    (i_rx_data == 8'h34) ? 4'h4 :
    (i_rx_data == 8'h35) ? 4'h5 :
    (i_rx_data == 8'h36) ? 4'h6 :
    (i_rx_data == 8'h37) ? 4'h7 :
    (i_rx_data == 8'h38) ? 4'h8 :
    (i_rx_data == 8'h39) ? 4'h9 :
    (i_rx_data == 8'h41) ? 4'hA :
    (i_rx_data == 8'h42) ? 4'hB :
    (i_rx_data == 8'h43) ? 4'hC :
    (i_rx_data == 8'h44) ? 4'hD :
    (i_rx_data == 8'h45) ? 4'hE :
                           4'hF ;
wire [7:0] w_tx_data_hex = 
    (r_resp_data[3:0] == 4'h0) ? 8'h30 :
    (r_resp_data[3:0] == 4'h1) ? 8'h31 :
    (r_resp_data[3:0] == 4'h2) ? 8'h32 :
    (r_resp_data[3:0] == 4'h3) ? 8'h33 :
    (r_resp_data[3:0] == 4'h4) ? 8'h34 :
    (r_resp_data[3:0] == 4'h5) ? 8'h35 :
    (r_resp_data[3:0] == 4'h6) ? 8'h36 :
    (r_resp_data[3:0] == 4'h7) ? 8'h37 :
    (r_resp_data[3:0] == 4'h8) ? 8'h38 :
    (r_resp_data[3:0] == 4'h9) ? 8'h39 :
    (r_resp_data[3:0] == 4'hA) ? 8'h41 :
    (r_resp_data[3:0] == 4'hB) ? 8'h42 :
    (r_resp_data[3:0] == 4'hC) ? 8'h43 :
    (r_resp_data[3:0] == 4'hD) ? 8'h44 :
    (r_resp_data[3:0] == 4'hE) ? 8'h45 :
                                 8'h46 ;
reg r_rx_new_prev = 1'b0;
wire w_rx_new_rising = ~r_rx_new_prev & i_rx_new;
always @(posedge i_clk or negedge i_rst) begin
    if (~i_rst) begin
        r_rx_new_prev = 1'b0;
    end
    else begin
        r_rx_new_prev <= i_rx_new;
    end
end
reg r_tx_done_prev = 1'b0;
wire w_tx_done_rising = ~r_tx_done_prev & i_tx_done;
always @(posedge i_clk or negedge i_rst) begin
    if (~i_rst) begin
        r_tx_done_prev = 1'b0;
    end
    else begin
        r_tx_done_prev <= i_tx_done;
    end
end
reg [7:0]  r_cmd      = 8'd0;
reg [63:0] r_cmd_data = 64'd0;
reg        r_cmd_new  = 1'b0;
reg [7:0]  r_tx_data  = 8'd0;
reg        r_tx_start = 1'b0;
reg        r_loopback = 1'b1;
parameter [3:0]
    s_idle         = 4'd0,
    s_cmd          = 4'd1,
    s_data         = 4'd2,
    s_cmd_process  = 4'd3,
    s_resp         = 4'd4,
    s_tx_wait      = 4'd5,
    s_pre_data_cli = 4'd6,
    s_pre_resp_cli = 4'd7,
    s_post_cli_cr  = 4'd8,
    s_post_cli_nl  = 4'd9;
reg [3:0]  r_state           = s_idle;
reg [3:0]  r_next_state      = s_idle;
reg [63:0] r_resp_data       = 64'd0;
reg [3:0]  r_cmd_data_count  = 3'd0;
reg [3:0]  r_resp_data_count = 3'd0;
always @(posedge i_clk or negedge i_rst) begin
    if (~i_rst) begin
        r_cmd      = 8'd0;
        r_cmd_data = 64'd0;
        r_cmd_new  = 1'b0;
        r_tx_data  = 8'd0;
        r_tx_start = 1'b0;
        r_loopback = 1'b1;
        r_state           = s_idle;
        r_resp_data       = 64'd0; 
        r_cmd_data_count  = 3'd0;
        r_resp_data_count = 3'd0;
    end
    else begin
        case (r_state)
            s_idle: begin
                if (w_rx_new_rising) begin
                    r_state <= s_cmd;
                    r_cmd <= i_rx_data;
                end
            end 
            s_cmd: begin
                r_state <= (w_cmd_cli) ? s_pre_data_cli : s_data;
                r_cmd_data_count <= (w_cmd_cli) ? w_cmd_data_bytes << 1 : w_cmd_data_bytes;
                r_resp_data_count <= (w_cmd_cli) ? w_resp_data_bytes << 1 : w_resp_data_bytes;
            end 
            s_pre_data_cli: begin
                r_tx_start   <= 1'b1;
                r_tx_data    <= 8'h3A;
                r_state      <= s_tx_wait;
                r_next_state <= s_data;
            end
            s_data: begin
                if (r_cmd_data_count == 0) begin
                    r_state <= (w_cmd_cli && r_resp_data_count) ? s_pre_resp_cli : s_cmd_process;
                    r_cmd_new <= 1'b1;
                end 
                else if (w_rx_new_rising) begin
                    r_cmd_data <= (w_cmd_cli) ? ((r_cmd_data << 4) | w_rx_data_hex) : ((r_cmd_data << 8) | i_rx_data);
                    r_cmd_data_count = r_cmd_data_count - 1;
                end
            end 
            s_pre_resp_cli: begin
                r_tx_start   <= 1'b1;
                r_tx_data    <= 8'h3E;
                r_state      <= s_tx_wait;
                r_next_state <= s_cmd_process;
            end
            s_cmd_process: begin
                if (i_resp_ready) begin
                    r_state      <= s_resp;
                    r_resp_data  <= i_resp_data;
                    r_loopback   <= 1'b0;
                end
            end
            s_resp: begin
                if (r_resp_data_count == 0) begin
                    r_state    <= (w_cmd_cli) ? s_post_cli_cr : s_idle;
                    r_tx_start <= 1'b0;
                    r_loopback <= 1'b1;
                end 
                else begin
                    r_resp_data      <= (w_cmd_cli) ? (r_resp_data >> 4) : (r_resp_data >> 8);
                    r_tx_data        <= (w_cmd_cli) ? w_tx_data_hex : r_resp_data[7:0];
                    r_state          <= s_tx_wait;
                    r_next_state     <= s_resp;
                    r_tx_start       <= 1'b1;
                    r_resp_data_count <= r_resp_data_count - 1;
                end
            end
            s_post_cli_cr: begin
                r_tx_start   <= 1'b1;
                r_tx_data    <= 8'h0D;
                r_state      <= s_tx_wait;
                r_next_state <= s_post_cli_nl;
            end
            s_post_cli_nl: begin
                r_tx_start   <= 1'b1;
                r_tx_data    <= 8'h0A;
                r_state      <= s_tx_wait;
                r_next_state <= s_idle;
            end
            s_tx_wait: begin
                r_loopback <= 1'b0;
                r_tx_start <= 1'b0;
                if (w_tx_done_rising) begin
                    r_loopback <= 1'b1;
                    r_state    <= r_next_state;
                end
            end
        endcase
    end
end
assign o_tx_data  = r_tx_data;
assign o_tx_start = r_tx_start;
assign o_cmd      = r_cmd;
assign o_cmd_data = r_cmd_data;
assign o_cmd_new  = r_cmd_new;
assign o_loopback = r_loopback;
endmodule
```
**/design/flow/run.sh**
```bash
#!/bin/bash
# OpenROAD 26Q1-2900-gdf79404cd8, Yosys 0.63+post, stock flow scripts
make -C /OpenROAD-flow-scripts/flow DESIGN_CONFIG=/design/flow/config.mk WORK_HOME=/design/flow/orfs finish
```
**/design/flow/config.mk**
```make
export PLATFORM = sky130hd
export DESIGN_NAME = cmd_controller
export DESIGN_NICKNAME = cmd_controller
export VERILOG_FILES = /design/flow/design.v
export SDC_FILE = /design/flow/constraint.sdc
export NUM_CORES = 4
export LEC_CHECK = 1
export CORE_UTILIZATION = 40
```
**/design/flow/constraint.sdc**
```tcl
current_design cmd_controller

set clk_period 10.8
set clk_io_pct 0.2

create_clock -name clk0 -period $clk_period [get_ports {i_clk}]

set non_clock_inputs [all_inputs -no_clocks]
set_input_delay [expr $clk_period * $clk_io_pct] -clock clk0 $non_clock_inputs
set_output_delay [expr $clk_period * $clk_io_pct] -clock clk0 [all_outputs]
```
==> impl_results.rst <==
Flow metrics
------------

.. list-table::
   :header-rows: 1

   * - Metric
     - Value
   * - Area growth from synthesis to layout
     - 25.0%
   * - Clk sinks
     - 165
   * - Gate power share
     - 0.039
   * - Power share of the sequential group
     - 0.491
   * - Vias per Instance
     - 5.73
   * - Post-synthesis sequential area ratio
     - 0.469
   * - CTS tree
     - done
   * - Post-CTS setup-driven buffer insertion count
     - 0
   * - Ys async rst share
     - 0.976
   * - Number of library cell types mapped by synthesis
     - 69
   * - Critical Path, Cell by Cell
     - clkdlybuf4s50_1, nor2b_1, and3_4, buf_4, nor2_1, a31oi_1
   * - Slowest CP cell
     - sky130_fd_sc_hd__buf_4
   * - Number of antenna-violating nets in the routed design
     - 0
   * - Average cell area after synthesis
     - 9.45 sq um
   * - Count of input and output buffers
     - 159
   * - Most common reg cell
     - sky130_fd_sc_hd__dfrtp_1
   * - Count of tool warnings
     - 30
   * - Relative slew slack
     - 0.427
   * - Cts hold-fix bufs
     - 0
   * - Run status
     - completed
   * - Cell type with the largest total area
     - sky130_fd_sc_hd__dfrtp_1
   * - Yosys warnings
     - 1
   * - Largest buffer count on any clock path
     - 2
   * - Setup violations, final
     - 0
   * - Final weighted congestion in routability-driven placement
     - 0.863
   * - Post-CTS clock slew at the launch and capture registers of the worst setup and hold paths
     - 70 ps
   * - Post-layout power
     - 1.26 mW
   * - Critical path required time
     - 11,140 ps
   * - I/O Pins
     - 161
   * - Startpoint of the worst register-to-register path
     - r_state[3]$_DFFE_PN0P_
   * - Final-report max-slew violation count
     - 0
   * - Kind of start point of the critical path
     - input pin
   * - Worst stage delay on the critical path
     - 680 ps
   * - Worst r2r dst
     - r_resp_data[59]$_DFFE_PN0P_
   * - Cell count listed in synth_stat.txt
     - 937
   * - Maximum clock rate
     - 0.239 GHz
   * - Cell area power density
     - 114 nW/um^2
   * - Endpoint arrival time on the critical path
     - 4530 ps
   * - Number of gates given a new drive strength after cts
     - 0
   * - Total leakage power
     - 4.22 nW
   * - Worst R2R Path Depth
     - 5
   * - Number of cells on the worst hold path
     - 2
   * - Skew-Pair Late Insertion Delay
     - 430 ps
   * - Initial standard-cell utilization of the core
     - 0.407
   * - Setup repair after global routing missed its margin
     - false
   * - Htree depth
     - 4
   * - Total core area
     - 21,800 sq um
   * - Type of destination of the critical path
     - flip-flop
   * - Tightest Hold Check Type
     - reg2reg
   * - Fin. Hold Viols
     - 0
   * - Number of global-route vias before repair
     - 7,045
   * - Netlist area before placement
     - 8850 sq um
   * - Least-Margin Pin Slew
     - 858 ps
   * - Number of antenna violations at the first check in global routing
     - 1
   * - Grt ovf
     - 0
   * - Max-area cell share
     - 0.452
   * - Min-Delay Startpoint
     - r_tx_data[1]$_DFFE_PN0P_
   * - CTS Buf Count
     - 17
   * - Final routed wire length divided by cell count
     - 18.3 microns
   * - Root buffer selected by CTS
     - sky130_fd_sc_hd__clkbuf_16
   * - Net switching share of the total power
     - 0.245
   * - Registers, synthesis
     - 165
   * - Highest ir drop seen on vdd
     - 0.0884 mV
   * - Setup slack on the worst flop-to-flop path
     - 7730 ps
   * - Cell internal pwr
     - 0.952 mW
   * - Floorplan die height
     - 151 microns
   * - Final HPWL DP
     - 15,200 microns
   * - Initial DRC Count
     - 676
   * - Final Skew
     - 11.4 ps
   * - DR pass1 iterations
     - 7
   * - Overall global routing resource usage
     - 0.225
   * - Crit share post-route
     - 0.388
   * - Number of max-cap violations
     - 0
   * - Clock share of power
     - 0.470
   * - Hold path endpoint
     - r_tx_data[1]$_DFFE_PN0P_
   * - Layout cell share with drive strength beyond 1
     - 0.0700
   * - Number of design rule violations left after detail routing
     - 0
   * - Total negative setup slack
     - 0 ps
   * - Net switching power
     - 0.310 mW
   * - Overall routed net length
     - 24,400 microns
   * - Yosys stat area
     - 8850 sq um
   * - Overall die area
     - 22,700 sq um
   * - Placement row count
     - 54
   * - Post-Syn Instances
     - 937
   * - Category of the most critical setup path
     - in2reg
   * - Vias after detailed routing
     - 7,655
   * - Leading post-synthesis cells by cell area
     - sky130_fd_sc_hd__dfrtp_1 (45%), sky130_fd_sc_hd__nand2_1 (8.4%), sky130_fd_sc_hd__mux2i_1 (6.7%), sky130_fd_sc_hd__o221ai_1 (5.5%), sky130_fd_sc_hd__a22oi_1 (4.8%)
   * - Worst hold slack across all endpoints
     - 488 ps
   * - Wire length of the first global-routing pass
     - 39,000 microns
   * - Minimum clock period after layout
     - 4190 ps
   * - Pin count of the biggest net entering global routing
     - 112
   * - Diode insertion count for antenna repair
     - 0
   * - Die Width
     - 151 microns
   * - Number of enable flip-flop cells
     - 4
   * - Maximum fanout along the worst path
     - 83
final cells by class:
class | instances | area, sq um
clock buffers | 17 | 425
fillers | 2008 | 10700
multi-input cells | 674 | 4240
inverters | 13 | 48.8
repair buffers | 173 | 1710
clock inverters | 15 | 139
flip-flops and latches | 165 | 4150
well taps | 280 | 350
flip-flops by register name, indices dropped and copies added (netlist names):
name / cells
r_cmd: 8
r_cmd_data: 64
r_cmd_data_count: 4
r_cmd_new: 1
r_loopback: 1
r_next_state: 4
r_resp_data: 64
r_resp_data_count: 4
r_rx_new_prev: 1
r_state: 4
r_tx_data: 8
r_tx_done_prev: 1
r_tx_start: 1
worst max-delay path, delay by kind of cell:
kind	cells	cell delay [ps]
and+or+nand+nor	3	940
AOI/OAI and AO/OA	1	180
buffers and inverters	2	1180
Yosys cell counts (2+ instances only):
cell type	n
sky130_fd_sc_hd__mux2i_1	59
sky130_fd_sc_hd__o21bai_1	2
sky130_fd_sc_hd__a21oi_1	7
sky130_fd_sc_hd__mux2_2	8
sky130_fd_sc_hd__buf_4	12
sky130_fd_sc_hd__a2111oi_0	3
sky130_fd_sc_hd__or3b_2	2
sky130_fd_sc_hd__nand2b_1	9
sky130_fd_sc_hd__nand3_1	11
sky130_fd_sc_hd__nor4_1	2
sky130_fd_sc_hd__or3_1	2
sky130_fd_sc_hd__a31o_2	2
sky130_fd_sc_hd__xor2_1	6
sky130_fd_sc_hd__a221oi_1	3
sky130_fd_sc_hd__a2111o_1	2
sky130_fd_sc_hd__a22oi_1	57
sky130_fd_sc_hd__nor2_1	79
sky130_fd_sc_hd__a211oi_1	4
sky130_fd_sc_hd__nor2b_1	5
sky130_fd_sc_hd__nand4_1	9
sky130_fd_sc_hd__inv_1	11
sky130_fd_sc_hd__buf_6	6
sky130_fd_sc_hd__nor3b_1	5
sky130_fd_sc_hd__o221ai_1	56
sky130_fd_sc_hd__nand3b_1	2
sky130_fd_sc_hd__buf_2	31
sky130_fd_sc_hd__buf_1	2
sky130_fd_sc_hd__nor3_1	3
sky130_fd_sc_hd__edfxtp_1	4
sky130_fd_sc_hd__o21ai_0	20
sky130_fd_sc_hd__nand4b_1	2
sky130_fd_sc_hd__a21boi_0	2
sky130_fd_sc_hd__o22ai_1	4
sky130_fd_sc_hd__o211ai_1	4
sky130_fd_sc_hd__o31ai_1	5
sky130_fd_sc_hd__ha_1	4
sky130_fd_sc_hd__dfrtp_1	160
sky130_fd_sc_hd__nor4b_1	3
sky130_fd_sc_hd__mux2_1	5
sky130_fd_sc_hd__o2111a_1	2
sky130_fd_sc_hd__clkbuf_1	34
sky130_fd_sc_hd__nand2_1	197
sky130_fd_sc_hd__o21a_1	2
sky130_fd_sc_hd__a31oi_1	64
through the flow:
step | utilization | setup WS (ps) | area [sq um] | std cells
final | 0.508 | 6610 | 11100 | 1337
after global routing | 0.508 | 6450 | 11100 | 1337
after CTS | 0.508 | 6660 | 11100 | 1337
after detailed placement | 0.483 | 6230 | 10500 | 1305
after global placement | 0.483 | 6260 | 10500 | 1305
after floorplan | - | 7530 | 8850 | 937
layout by cell type (no fill, tap or decap), drive strengths merged, types with 11 or more instances in the layout:
cell           synthesis  final
o21ai                 20     20
inv                   12     21
dfrtp                160    160
nor2                  79     79
mux2i                 59     59
clkdlybuf4s50          0    158
o221ai                56     56
buf                   51     15
a22oi                 57     57
clkbuf                34     17
nand2                197    197
a31oi                 64     64
mux2                  13     13
nand3                 11     11
how the worst max path moves through the flow:
stage	startpoint	end	slack, ps
finish	i_rx_new	r_cmd_data[36]$_DFFE_PN0P_	6610
global route	i_rx_new	r_cmd_data[34]$_DFFE_PN0P_	6450
CTS	i_rx_new	r_cmd_data[45]$_DFFE_PN0P_	6660
power by group through the flow:
stage / logic, mW / registers [mW] / clock network (mW)
finish: 0.0493 / 0.620 / 0.593
CTS: 0.0505 / 0.620 / 0.605
global route: 0.0542 / 0.620 / 0.634
routing by layer:
layer | vias up | part of all wire | track usage
met5 | - | 0.00053 | 0
met4 | 2 | 0.0093 | 0.0230
met3 | 17 | 0.062 | 0.0473
met2 | 224 | 0.43 | 0.303
met1 | 3747 | 0.50 | 0.391
li1 | 3665 | - | -
cells by family (layout without fill, tap and decap cells):
kind of cell,count (synthesis),in the layout,synth area share
xor gates and xnor gates,6,6,0.00594
adders and majority gates,4,4,0.00565
buffers and inverters,98,218,0.0561
DFF,165,165,0.469
and+or+nand+nor,342,342,0.170
muxes,72,72,0.0833
AOI/OAI and AO/OA,250,250,0.210
Power and IR drop assume default switching activity.
